--- flow/constraint.sdc ---
current_design image_processing_unit

set clk_period 1.7
set clk_io_pct 0.2

create_clock -name clk0 -period $clk_period

set non_clock_inputs [all_inputs -no_clocks]
set_input_delay [expr $clk_period * $clk_io_pct] -clock clk0 $non_clock_inputs
set_output_delay [expr $clk_period * $clk_io_pct] -clock clk0 [all_outputs]
--- flow/config.mk ---
export PLATFORM = sky130hd
export DESIGN_NAME = image_processing_unit
export DESIGN_NICKNAME = image_processing_unit
export VERILOG_FILES = /design/flow/design.v
export SDC_FILE = /design/flow/constraint.sdc
export NUM_CORES = 4
export LEC_CHECK = 1
export CORE_AREA = 10 10 70 70
export DIE_AREA = 0 0 80 80
--- flow/run.sh ---
#!/bin/bash
# OpenROAD 26Q1-2900-gdf79404cd8, Yosys 0.63+post, stock flow scripts
make -C /OpenROAD-flow-scripts/flow DESIGN_CONFIG=/design/flow/config.mk WORK_HOME=/design/flow/orfs finish
--- flow/design.v ---
module image_processing_unit (
  input  logic [31:0] pixel_data,
  output logic        object_detected
);
  parameter THRESHOLD = 32'hABC00008;
  always_comb begin
    object_detected = (pixel_data > THRESHOLD);
  end
endmodule
==> impl_metrics.ini <==
; physical design summary
[outcome]
status = complete, but fails checks
violations = negative setup slack

[yosys]
ys_seq_frac = 0
syn_area_um2 = 115
ys_area_um2 = 115
syn_inst = 17
yosys.area.top_type = nor4_1
synth.avg_cell_area_um2 = 6.77
yosysWarningCount = 1
ys_cells = 17
yosysTopAreaCellShare = 0.163
ys_types = 14
area_leaders = nor4_1 16%, nor4_2 11%, nand3_1 8.7%

[timing]
rsz0062_at_grt = yes
period_used_share = 1.01
slew_headroom = 0.839
slew_violations = 0
setup_viol = 1
timing.final.hold_violations = 0
worst_slew_pin_slew_ns = 0.239
tns_ns = -0.0193
fin_ws_ns = -0.0193
period_needed_ns = 1.72
holdWs_ns = 1.10
fmax_ghz = 0.582

[power_and_ir_drop]
power_frac_clock = 0
p_leak_nw = 0.275
p_int_w = 0.0000633
switching_share = 0.328
seqPwrFrac = 0
ir_worst_vdd_mv = 0.0176
switchingPower_w = 0.0000309
p_comb_frac = 1.000
p_per_area_nw_per_um2 = 164

[drt]
insertedDiodeCount = 0
ant_nets = 0
drtIter0Drc = 4
drc = 0
wl_per_cell_um = 11.3
vias = 302
firstDrtPassIters = 2
detail_route.wirelength_mm = 1.10
via_per_inst = 3.08

[layout]
regArea_um2 = 0
drive_gt1_frac = 0.596
clkbuf_count = 0
fill_cells = 383
fin_util = 0.168
area_delta_synth_final_pct = 400
comb_area_um2 = 210
flops = 0

[placement]
gp_congestion = 0.894
dpl_worst_slack_ns = -0.758
dpl.hpwl_um = 909
portBuffers = 33

[global_route]
grt_pass1_vias = 289
overflow = 0
antenna_found_initial = 0
grt_max_degree = 3
grt_util_all_layers = 0.0291
grt_pass1_wl_mm = 1.55

[run]
cap_violations = 0
warnings = 34

[setup_path]
cp.required_ns = 1.36
critPathMaxFanout = 1
start_kind = primary input
crit_path_max_incr_delay_ns = 0.33
cp_slowest_cell = nor4_4
arrival_ns = 1.38
cpLargestDelayFamily = simple AND/OR/NAND/NOR gates
path_cells = clkbuf_2 -> nor4_2 -> nand3_2 -> nor4_4 -> a21oi_2 -> buf_2
worst-path-buf-inv = 2
worst_setup_path_end_kind = primary output
path_class = primary input to primary output

[min_path]
hold_class = primary input to primary output

[floorplan]
die_y_um = 80
dieArea_um2 = 6400
core_um2 = 3420
io_pins = 33
fp_util = 0.0337
rows = 21
die_x_um = 80

[clock_tree]
post_cts_buffers = 0
cts_hold_buf = 0
routing by layer:
layer  vias up  GRT usage  wire length [um]
li1        147          -                 -
met1       134     0.0389               465
met2        21     0.0441               499
met3         0     0.0136               139
met4         0          0                 0
met5         -          0                 0
power by group through the flow:
stage	logic (W)	registers, W	clock network (W)
final	0.0000942	0	0
after global routing	0.000101	0	0
after CTS	0.0000824	0	0
cell type report:
type / count / area share
Timing Repair Buffer: 35 / 0.535
Tap cell: 46 / 0.100
Multi-Input combinational cell: 17 / 0.365
kinds of logic (layout without fill, tap and decap cells):
family / Yosys count / in the layout / synth area share
AND-OR/OR-AND: 5 / 5 / 0.304
buffers and inverters: 0 / 35 / 0
AND/OR/NAND/NOR: 12 / 12 / 0.696
synth_stat cells:
master,number
o32ai_1,1
or4_1,1
nor3_1,1
a21oi_1,1
nor4bb_1,1
o22a_1,1
nand4b_1,1
o21ai_0,1
nor4_2,1
nor2_1,1
nand3_1,2
nor4_1,3
a211oi_1,1
nand2_1,1
path summary, 6_finish.rpt:
check / startpoint / to / slack [ns] / depth (start not counted)
setup / recovery: pixel_data[12] / object_detected / -0.02 / 6
hold / removal: pixel_data[16] / object_detected / 1.10 / 5
timing repair:
item	4_1_cts	5_1_grt
setup endpoints to repair	1	1
hold endpoints to repair	0	0
resized	32	54
pin swaps	10	12
through the flow:
stage          area (um^2)  std cells  total power (W)
2_1_floorplan          115         17        0.0000105
3_3_place_gp           518         98        0.0000937
3_5_place_dp           518         98        0.0000940
4_1_cts                505         98        0.0000824
5_1_grt                576         98         0.000101
6_report               576         98        0.0000942
cells in the final DEF (no fill, tap or decap), drive strengths merged:
cell,Yosys,routed
nand4b,1,1
nor4bb,1,1
dlymetal6s2s,0,9
clkbuf,0,10
o22a,1,1
clkdlybuf4s50,0,4
a21oi,1,1
nor2,1,1
or4,1,1
clkdlybuf4s15,0,3
o32ai,1,1
nand3,2,2
a211oi,1,1
nor4,4,4
nand2,1,1
nor3,1,1
o21ai,1,1
buf,0,9
Power figures rest on the tool's default switching activity, not on a simulated workload.
